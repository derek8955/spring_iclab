==> design/flow/design.v <==
module SMC(
    mode,
    W_0, V_GS_0, V_DS_0,
    W_1, V_GS_1, V_DS_1,
    W_2, V_GS_2, V_DS_2,
    W_3, V_GS_3, V_DS_3,
    W_4, V_GS_4, V_DS_4,
    W_5, V_GS_5, V_DS_5,   
    out_n
);
input [2:0] W_0, V_GS_0, V_DS_0;
input [2:0] W_1, V_GS_1, V_DS_1;
input [2:0] W_2, V_GS_2, V_DS_2;
input [2:0] W_3, V_GS_3, V_DS_3;
input [2:0] W_4, V_GS_4, V_DS_4;
input [2:0] W_5, V_GS_5, V_DS_5;
input [1:0] mode;
output [9:0] out_n;
genvar idx;
integer i;
parameter MAXN = 5 ;
wire [2:0] W_[0:MAXN], V_GS[0:MAXN], V_DS[0:MAXN];
wire [2:0] ID_Tri_A[0:MAXN], ID_Tri_B[0:MAXN];
wire [3:0] ID_Tri_C[0:MAXN];
wire [2:0] ID_Sat_A[0:MAXN], ID_Sat_B[0:MAXN], ID_Sat_C[0:MAXN];
wire [2:0] gm_Tri_A[0:MAXN], gm_Tri_B[0:MAXN], gm_Tri_C[0:MAXN];
wire [2:0] gm_Sat_A[0:MAXN], gm_Sat_B[0:MAXN], gm_Sat_C[0:MAXN];
wire is_Tri[0:MAXN];
wire [2:0] ID_A[0:MAXN], ID_B[0:MAXN], gm_A[0:MAXN], gm_B[0:MAXN], gm_C[0:MAXN];
wire [3:0] ID_C[0:MAXN];
wire [2:0] A[0:MAXN], B[0:MAXN];
wire [3:0] C[0:MAXN];
wire [9:0] cal_out[0:MAXN];
wire [9:0] n[0:MAXN], n1[0:MAXN];
wire [9:0] out_0, out_1, out_2;
assign W_[0] = W_0 ;
assign W_[1] = W_1 ;
assign W_[2] = W_2 ;
assign W_[3] = W_3 ;
assign W_[4] = W_4 ;
assign W_[5] = W_5 ;
assign V_GS[0] = V_GS_0 ;
assign V_GS[1] = V_GS_1 ;
assign V_GS[2] = V_GS_2 ;
assign V_GS[3] = V_GS_3 ;
assign V_GS[4] = V_GS_4 ;
assign V_GS[5] = V_GS_5 ;
assign V_DS[0] = V_DS_0 ;
assign V_DS[1] = V_DS_1 ;
assign V_DS[2] = V_DS_2 ;
assign V_DS[3] = V_DS_3 ;
assign V_DS[4] = V_DS_4 ;
assign V_DS[5] = V_DS_5 ;
generate
    for( idx=0 ; idx<=MAXN ; idx=idx+1 ) begin
        assign ID_Tri_A[idx] = V_DS[idx] ;
        assign ID_Tri_B[idx] = W_[idx] ;
        assign ID_Tri_C[idx] = 2*V_GS[idx] - V_DS[idx] - 2 ;
        assign gm_Tri_A[idx] = 2 ;
        assign gm_Tri_B[idx] = W_[idx] ;
        assign gm_Tri_C[idx] = V_DS[idx] ;
        assign ID_Sat_A[idx] = W_[idx] ;
        assign ID_Sat_B[idx] = V_GS[idx] - 1 ;
        assign ID_Sat_C[idx] = ID_Sat_B[idx] ;       
        assign gm_Sat_A[idx] = 2 ;
        assign gm_Sat_B[idx] = W_[idx] ;
        assign gm_Sat_C[idx] = ID_Sat_B[idx] ;       
    end
endgenerate
generate
    for( idx=0 ; idx<=MAXN ; idx=idx+1 ) begin
        assign is_Tri[idx] = ( V_GS[idx]>(V_DS[idx]+1) ) ? 1'b1 : 1'b0 ;
    end
endgenerate
generate
    for( idx=0 ; idx<=MAXN ; idx=idx+1 ) begin
        assign ID_A[idx] = ( is_Tri[idx]==1'b1 ) ? ID_Tri_A[idx] : ID_Sat_A[idx] ;
        assign ID_B[idx] = ( is_Tri[idx]==1'b1 ) ? ID_Tri_B[idx] : ID_Sat_B[idx] ;
        assign ID_C[idx] = ( is_Tri[idx]==1'b1 ) ? ID_Tri_C[idx] : ID_Sat_C[idx] ;
        assign gm_A[idx] = ( is_Tri[idx]==1'b1 ) ? gm_Tri_A[idx] : gm_Sat_A[idx] ;
        assign gm_B[idx] = ( is_Tri[idx]==1'b1 ) ? gm_Tri_B[idx] : gm_Sat_B[idx] ;
        assign gm_C[idx] = ( is_Tri[idx]==1'b1 ) ? gm_Tri_C[idx] : gm_Sat_C[idx] ;
    end
endgenerate
generate
    for( idx=0 ; idx<=MAXN ; idx=idx+1 ) begin
        assign A[idx] = ( mode[0]==1'b1 ) ? ID_A[idx] : gm_A[idx] ;
        assign B[idx] = ( mode[0]==1'b1 ) ? ID_B[idx] : gm_B[idx] ;
        assign C[idx] = ( mode[0]==1'b1 ) ? ID_C[idx] : gm_C[idx] ;
    end
endgenerate
generate
    for( idx=0 ; idx<=MAXN ; idx=idx+1 ) begin
        assign cal_out[idx] = ( A[idx] * B[idx] * C[idx] ) / 3 ;
    end
endgenerate
Sort sort(  .in0(cal_out[0]), .in1(cal_out[1]), .in2(cal_out[2]), .in3(cal_out[3]), .in4(cal_out[4]), .in5(cal_out[5]),
            .out0(n[0]) , .out1(n[1]) , .out2(n[2]) , .out3(n[3]) , .out4(n[4]) , .out5(n[5]) );
assign n1[0] = ( mode[1]==1'b1 ) ? n[0] : n[3] ;
assign n1[1] = ( mode[1]==1'b1 ) ? n[1] : n[4] ;
assign n1[2] = ( mode[1]==1'b1 ) ? n[2] : n[5] ;
assign out_0 = ( mode[0]==1'b0 ) ? n1[0] : ( n1[0]<<1 ) + n1[0] ;
assign out_1 = ( mode[0]==1'b0 ) ? n1[1] : ( n1[1]<<2 ) ;
assign out_2 = ( mode[0]==1'b0 ) ? n1[2] : ( n1[2]<<2 ) + n1[2] ;
assign out_n = out_0 + out_1 + out_2 ;
endmodule
module Sort(
    in0, in1, in2, in3, in4, in5,
    out0, out1, out2, out3, out4, out5
);
input [9:0] in0, in1, in2, in3, in4, in5;
output [9:0] out0, out1, out2, out3, out4, out5;
wire [9:0] a[0:3], b[0:2], c[0:3], d[0:2], e[0:5], f[0:3], g[0:1];
assign a[0] = ( in0>in1 ) ? in0 : in1 ;
assign a[1] = ( in0>in1 ) ? in1 : in0 ;
assign a[2] = ( a[1]>in2 )? a[1] : in2 ;
assign a[3] = ( a[1]>in2 )? in2 : a[1] ;
assign b[0] = ( a[0]>a[2] ) ? a[0] : a[2] ;
assign b[1] = ( a[0]>a[2] ) ? a[2] : a[0] ;
assign b[2] = a[3] ;
assign c[0] = ( in3>in4 ) ? in3 : in4 ;
assign c[1] = ( in3>in4 ) ? in4 : in3 ;
assign c[2] = ( c[1]>in5 )? c[1] : in5 ;
assign c[3] = ( c[1]>in5 )? in5 : c[1] ;
assign d[0] = ( c[0]>c[2] ) ? c[0] : c[2] ;
assign d[1] = ( c[0]>c[2] ) ? c[2] : c[0] ;
assign d[2] = c[3] ;
assign e[0] = ( b[0]>d[0] ) ? b[0] : d[0] ;
assign e[1] = ( b[0]>d[0] ) ? d[0] : b[0] ;
assign e[2] = ( b[1]>d[1] ) ? b[1] : d[1] ;
assign e[3] = ( b[1]>d[1] ) ? d[1] : b[1] ;
assign e[4] = ( b[2]>d[2] ) ? b[2] : d[2] ;
assign e[5] = ( b[2]>d[2] ) ? d[2] : b[2] ;
assign out0 = e[0] ;
assign out5 = e[5] ;
assign f[0] = ( e[1]>e[2] ) ? e[1] : e[2] ;
assign f[1] = ( e[1]>e[2] ) ? e[2] : e[1] ;
assign f[2] = ( e[3]>e[4] ) ? e[3] : e[4] ;
assign f[3] = ( e[3]>e[4] ) ? e[4] : e[3] ;
assign out1 = f[0] ;
assign out4 = f[3] ;
assign g[0] = ( f[1]>f[2] ) ? f[1] : f[2] ;
assign g[1] = ( f[1]>f[2] ) ? f[2] : f[1] ;
assign out2 = g[0] ;
assign out3 = g[1] ;
endmodule
==> design/flow/run.sh <==
#!/bin/bash
# OpenROAD 26Q1-2900-gdf79404cd8, Yosys 0.63+post, stock flow scripts
make -C /OpenROAD-flow-scripts/flow DESIGN_CONFIG=/design/flow/config.mk WORK_HOME=/design/flow/orfs finish
==> design/flow/config.mk <==
export PLATFORM = sky130hd
export DESIGN_NAME = SMC
export DESIGN_NICKNAME = SMC
export VERILOG_FILES = /design/flow/design.v
export SDC_FILE = /design/flow/constraint.sdc
export NUM_CORES = 4
export LEC_CHECK = 1
export CORE_UTILIZATION = 40
==> design/flow/constraint.sdc <==
current_design SMC

set clk_period 65.7
set clk_io_pct 0.2

create_clock -name clk0 -period $clk_period

set non_clock_inputs [all_inputs -no_clocks]
set_input_delay [expr $clk_period * $clk_io_pct] -clock clk0 $non_clock_inputs
set_output_delay [expr $clk_period * $clk_io_pct] -clock clk0 [all_outputs]
==> results.yml <==
# generated from flow reports
yosys:
  synth_area_per_cell_um2: 7.07
  yosysCellCount: 2899
  netlist_instances: 2899
  yosysUniqueCellTypes: 118
  ys_chip_area_um2: 20500
  ys_seq_share_pct: 0
  yosys_warnings: 2
  top_area_cell: "ha_1"
  topCellsByArea: "ha_1 (18%), fa_1 (7.6%), mux2i_1 (5.1%)"
  synth.cell_area_um2: 20500
  yosysTopAreaCellShare_pct: 18.4
route:
  drt_first_pass_iters: 6
  wire_per_inst_um: 15.9
  vias_per_cell: 5.85
  drtIter0Drc: 1452
  postRouteWirelength_um: 56400
  num_vias: 20800
  drc_errors: 0
  ant_nets: 0
  n_antenna_cell: 0
clocking:
  post-cts-setup-buffers: 0
  cts_resized: 0
  cts_hold_buf: 0
sta:
  final-hold-violation-count: 0
  fin_crit_sh_pct: 82.2
  slew_viol_final: 0
  max_freq_mhz: 18.5
  setup_viol: 0
  min_period_ns: 53.97
  relSlewSlack_pct: 41.6
  rsz0062_at_grt: "no"
  tightest_slew_ns: 0.870
  setup-tns-final_ns: 0
finish:
  ff_latch_area_um2: 0
  areaGrowthSynthToFinish_pct: 6.22
  clkbuf_count: 0
  finalInstanceArea_um2: 21800
  drive_gt1_share_pct: 5.65
  flops: 0
global_route:
  grt_pass1_wl_um: 94900
  antenna_found_initial: 0
  grt_pass1_vias: 19400
  grt_max_degree: 40
  track_usage_pct: 21.8
  overflow: 0
floorplanning:
  rows: 82
  initial_core_util_pct: 40.7
  core_um2: 50400
  die_w_um: 228
  io_pins: 66
  dieArea_um2: 52100
  die.size.y_um: 228
placement:
  gp_congestion: 0.989
  placed_cell_area_um2: 21800
  hpwl_um: 46900
  place.port_buffers: 66
worst_setup_path:
  crit_type: "input pin to output port"
  cp-end-kind: "output port"
  crit_family: "AND-OR/OR-AND gates"
  crit_buf_inv: 13
  cp.required_ns: 52.56
  worstPathMaxFanout: 20
  critical_path.max_stage_delay_ns: 0.63
  crit_arrival_ns: 40.83
  critPathLaunchType: "input pin"
  crit_path_top_delay_cell: "a221oi_1"
run_status:
  status: "finished, final reports clean"
job:
  log.warning_count: 32
  cap_violations: 0
hold_path:
  hold_class: "input pin to output port"
==> worst paths after layout <==
kind	endpoint	from	slack (ns)	cells past startpoint
max	out_n[9]	V_DS_0[0]	11.73	123
min	out_n[9]	mode[0]	27.59	6
==> kinds of logic (layout without fill, tap and decap cells) <==
kind of cell	Yosys count	count (layout)	share of synthesized area [%]
compound gates	861	861	29.7
xor+xnor	113	113	4.93
fa+ha+maj	383	383	26.2
mux	145	145	7.67
simple gates	1000	1000	23.9
buf+inv	397	384	7.62
==> area by class of cell <==
| type | instances | area (µm²) |
|---|---|---|
| Fill cell | 5011 | 28600 |
| Inverter | 279 | 1050 |
| Tap cell | 672 | 841 |
| Timing Repair Buffer | 105 | 948 |
| Multi-Input combinational cell | 2502 | 18900 |
==> per-stage QoR <==
| step | hold WS (ns) | setup WS (ns) | cells | util [%] |
|---|---|---|---|---|
| 2_1_floorplan | 27.06 | 15.61 | 2899 | - |
| 5_1_grt | 27.68 | 9.11 | 3558 | 43.2 |
| 3_5_place_dp | 27.61 | 11.99 | 3558 | 43.2 |
| 6_report | 27.59 | 11.73 | 3558 | 43.2 |
| 3_3_place_gp | 27.59 | 12.60 | 3558 | 43.2 |
| 4_1_cts | 27.61 | 11.88 | 3558 | 43.2 |
==> cells in the final DEF, fill, tap and decap left out, types with 43 or more instances in the layout <==
cell | netlist | routed
o21a_1 | 49 | 49
nor3_1 | 65 | 65
clkdlybuf4s50_1 | 0 | 65
nand2_1 | 260 | 260
fa_1 | 78 | 78
and2_1 | 71 | 71
a21o_1 | 64 | 64
a211oi_1 | 43 | 43
ha_1 | 301 | 301
nor2_1 | 250 | 250
o21ai_0 | 140 | 140
a21oi_1 | 193 | 193
inv_1 | 274 | 274
xnor2_1 | 74 | 74
nand3_1 | 100 | 100
mux2i_1 | 105 | 105
==> cells in the mapped netlist (all sizes together) (43+ instances only) <==
master,count
a211oi,50
a21o,64
a21oi,195
and2,72
clkbuf,90
fa,78
ha,301
inv,279
mux2i,107
nand2,262
nand3,101
nor2,253
nor2b,43
nor3,66
o21a,49
o21ai,153
xnor2,74
==> routing by layer <==
metal  track usage, %  part of all wire [%]
met4             3.75                   1.9
met1             32.7                    49
met2             34.6                    44
met3             2.08                   5.4
met5                0                     0
