**/design/flow/constraint.sdc**
```tcl
current_design CDC

set clk_period 12.0
set clk_io_pct 0.2

create_clock -name clk0 -period $clk_period [get_ports {clk1}]
create_clock -name clk1 -period $clk_period [get_ports {clk2}]

set non_clock_inputs [all_inputs -no_clocks]
set_input_delay [expr $clk_period * $clk_io_pct] -clock clk0 $non_clock_inputs
set_output_delay [expr $clk_period * $clk_io_pct] -clock clk0 [all_outputs]
```
**/design/flow/config.mk**
```make
export PLATFORM = sky130hd
export DESIGN_NAME = CDC
export DESIGN_NICKNAME = CDC
export VERILOG_FILES = /design/flow/design.v
export SDC_FILE = /design/flow/constraint.sdc
export NUM_CORES = 4
export LEC_CHECK = 1
export CORE_UTILIZATION = 40
```
**/design/flow/design.v**
```verilog
module sync_r2w #(parameter ASIZE = 4)(
	rptr,
	wclk,
	rst_n,
	wq2_rptr
); 
input wclk, rst_n;
input [ASIZE:0] rptr;
output reg [ASIZE:0] wq2_rptr;
reg [ASIZE:0] wq1_rptr;
always @(posedge wclk or negedge rst_n)begin
	if(!rst_n)
		{wq2_rptr,wq1_rptr} <= 0;
	else 
		{wq2_rptr,wq1_rptr} <= {wq1_rptr,rptr};
end
endmodule
module sync_w2r #(parameter ASIZE = 4)(
	wptr,
	rclk,
	rst_n,
	rq2_wptr
); 
input rclk, rst_n;
input [ASIZE:0] wptr;
output reg [ASIZE:0] rq2_wptr;
reg [ASIZE:0] rq1_wptr;
always @(posedge rclk or negedge rst_n)begin
	if(!rst_n)
		{rq2_wptr,rq1_wptr} <= 0;
	else 
		{rq2_wptr,rq1_wptr} <= {rq1_wptr,wptr};
end
endmodule
module fifomem #(parameter DSIZE = 8,
				 parameter ASIZE = 4)(
	wclk,
	wclken,
	wfull,
	wdata,
	waddr,
	raddr,
	rdata
); 
input	wclk, wclken, wfull;
input [DSIZE-1:0] wdata;
input [ASIZE-1:0] waddr, raddr;
output [DSIZE-1:0] rdata;
localparam DEPTH = 1<<ASIZE;
reg [DSIZE-1:0] mem [DEPTH-1:0];
assign rdata = mem[raddr];
always @(posedge wclk)
	if(wclken && !wfull) mem[waddr] <= wdata;
endmodule
module rptr_empty #(parameter ASIZE = 4)(
	rq2_wptr,
	rclk,
	rst_n,
	rinc,
	rptr,
	raddr,
	rempty
); 
input [ASIZE:0] rq2_wptr;
input rclk, rinc, rst_n;
output reg [ASIZE:0] rptr;
output [ASIZE-1:0] raddr;
output reg rempty;
reg [ASIZE:0] rbin;
wire [ASIZE:0] rgraynext, rbinnext;
always @(posedge rclk or negedge rst_n)begin
	if(!rst_n)
		{rbin, rptr} <= 0;
	else 
		{rbin, rptr} <= {rbinnext, rgraynext};
end
assign raddr = rbin[ASIZE-1:0];
assign rbinnext = rbin + (rinc & ~rempty);
assign rgraynext = (rbinnext>>1) ^ rbinnext;
wire rempty_val;
assign rempty_val = (rgraynext == rq2_wptr);
always @(posedge rclk or negedge rst_n)begin
	if(!rst_n)
		rempty <= 1'b1;
	else 
		rempty <= rempty_val;
end
endmodule
module wptr_full #(parameter ASIZE = 4)(
	wq2_rptr,
	wclk,
	rst_n,
	winc,
	wptr,
	waddr,
	wfull
); 
input [ASIZE:0] wq2_rptr;
input wclk, winc, rst_n;
output reg [ASIZE:0] wptr;
output [ASIZE-1:0] waddr;
output reg wfull;
reg [ASIZE:0] wbin;
wire [ASIZE:0] wgraynext, wbinnext;
always @(posedge wclk or negedge rst_n)begin
	if(!rst_n)
		{wbin, wptr} <= 0;
	else 
		{wbin, wptr} <= {wbinnext, wgraynext};
end
assign waddr = wbin[ASIZE-1:0];
assign wbinnext = wbin + (winc & ~wfull);
assign wgraynext = (wbinnext>>1) ^ wbinnext;
wire wfull_val;
assign wfull_val = (wgraynext=={~wq2_rptr[ASIZE:ASIZE-1],wq2_rptr[ASIZE-2:0]});
always @(posedge wclk or negedge rst_n)begin
	if(!rst_n)
		wfull <= 1'b0;
	else 
		wfull <= wfull_val;
end
endmodule 
module AFIFO #(parameter DSIZE = 8,
			   parameter ASIZE = 4)(
	rst_n,
    rclk,
    rinc,
    wclk,
    winc,
	wdata,
    rempty,
	rdata,
    wfull
); 
input 				rst_n, rclk, rinc, wclk, winc;
input [DSIZE-1:0] 	wdata;
output 				rempty, wfull;
output [DSIZE-1:0] 	rdata;
wire [ASIZE-1:0] 	waddr, raddr;
wire [ASIZE:0] 		wptr, rptr, wq2_rptr, rq2_wptr;
sync_r2w sync_r2w_m0 (.wq2_rptr(wq2_rptr), .rptr(rptr), .wclk(wclk), .rst_n(rst_n));
sync_w2r sync_w2r_m0 (.rq2_wptr(rq2_wptr), .wptr(wptr), .rclk(rclk), .rst_n(rst_n));
fifomem #(DSIZE, ASIZE) fifomem_m0 (.rdata(rdata), .wdata(wdata), .waddr(waddr), .raddr(raddr), .wclken(winc), .wfull(wfull), .wclk(wclk));
rptr_empty #(ASIZE) rptr_empty_m0 (.rempty(rempty), .raddr(raddr), .rptr(rptr), .rq2_wptr(rq2_wptr), .rinc(rinc), .rclk(rclk), .rst_n(rst_n));
wptr_full #(ASIZE) wptr_full_m0 (.wfull(wfull), .waddr(waddr), .wptr(wptr), .wq2_rptr(wq2_rptr), .winc(winc), .wclk(wclk), .rst_n(rst_n));
endmodule
module CDC #(parameter DSIZE = 8, parameter ASIZE = 4)(
	rst_n,
	clk1,
    clk2,
	in_valid,
	in_account,
	in_A,
	in_T,
	ready,
    out_valid,
	out_account
); 
input 				rst_n, clk1, clk2, in_valid;
input [DSIZE-1:0] 	in_account,in_A,in_T;
output reg				out_valid;
output ready;
output reg [DSIZE-1:0] 	out_account;
integer idx; 
genvar i;
wire r_inc;
reg  w_inc;
reg [11:0] in_cnt;
reg [DSIZE-1:0] account[0:4];
wire[DSIZE-1:0] r_data;
reg [DSIZE*2-1:0] performance[0:4], best;
wire [DSIZE-1:0] best_account;
wire [2:0] nums_perf;
wire r_empty, w_full;
reg [DSIZE-1:0] A_buffer, T_buffer, acc_buffer;
AFIFO #( .DSIZE(8), .ASIZE (4) )
	u_AFIFO ( 	.rst_n(rst_n), 
				.rclk(clk2), 
				.rinc(r_inc), 
				.wclk(clk1), 
				.winc(w_inc), 
				.wdata(best_account), 
				.rempty(r_empty), 
				.rdata(r_data), 
				.wfull(w_full) );
always@( posedge clk1 or negedge rst_n ) begin
	if( !rst_n ) begin
		A_buffer <= 0; T_buffer <= 0; acc_buffer <= 0;
	end
	else if( in_valid ) begin
		A_buffer <= in_A;
		T_buffer <= in_T;
		acc_buffer <= in_account;
	end
end
always@( posedge clk1 or negedge rst_n ) begin
	if( !rst_n ) in_cnt <= 0;
	else if( in_valid || (( in_cnt == 4000 || in_cnt == 4001 || in_cnt == 4002 ) && !w_full) ) in_cnt <= in_cnt + 1;
end
always@( posedge clk1 or negedge rst_n ) begin
	if( !rst_n ) begin
		for( idx=0; idx<5 ; idx=idx+1 ) account[idx] <= 0;
	end
	else if( in_valid || ( in_cnt == 4000 && !w_full ) ) begin
		account[0] <= acc_buffer;
		for( idx=0 ;idx<4 ; idx=idx+1 ) account[idx+1] <= account[idx];
	end
end
always@(posedge clk1 or negedge rst_n) begin
    if (!rst_n) begin
		for( idx=0; idx<5 ; idx=idx+1 ) performance[idx] <= 0;
    end
    else begin
        if ( in_valid || ( in_cnt == 4000 && !w_full ) ) begin
            performance[0] <= A_buffer * T_buffer;
			for( idx=0 ;idx<4 ; idx=idx+1 ) performance[idx+1] <= performance[idx];
        end
    end
end
assign ready = ( rst_n && w_full == 0 )? 1'b1 : 1'b0 ;
always @(*) begin
    if ( in_cnt > 6 && in_cnt < 4003 && !w_full ) begin
        if ( in_valid || (in_cnt == 4000 || in_cnt == 4001 || in_cnt == 4002 ) ) w_inc = 1'b1;
        else w_inc = 1'b0;
    end
    else w_inc = 1'b0;
end
assign r_inc = !r_empty;
always @(posedge clk1 or negedge rst_n) begin
    if (!rst_n) best <= 0;
    else if ((in_valid && in_cnt > 5) || ( (in_cnt == 4000 || in_cnt == 4001) && !w_full)) begin
		if ( performance[4] < performance[3] && performance[4] < performance[2] && performance[4] < performance[1] && performance[4] < performance[0] ) best <= account[4];
		else if( performance[3] < performance[4] && performance[3] < performance[2] && performance[3] < performance[1] && performance[3] < performance[0] ) best <= account[3];
		else if( performance[2] < performance[4] && performance[2] < performance[3] && performance[2] < performance[1] && performance[2] < performance[0] ) best <= account[2];
		else if( performance[1] < performance[4] && performance[1] < performance[3] && performance[1] < performance[2] && performance[1] < performance[0] ) best <= account[1];
		else best <= account[0];
	end 
end		
assign best_account = best;
always @(posedge clk2 or negedge rst_n) begin
    if (!rst_n) begin
        out_valid <= 0;
        out_account <= 0;
    end
    else if ( r_inc ) begin
		out_valid <= 1;
		out_account <= r_data;
	end
	else begin
		out_valid <= 0;
		out_account <= 0;
	end
end
endmodule
```
**/design/flow/run.sh**
```bash
#!/bin/bash
# OpenROAD 26Q1-2900-gdf79404cd8, Yosys 0.63+post, stock flow scripts
make -C /OpenROAD-flow-scripts/flow DESIGN_CONFIG=/design/flow/config.mk WORK_HOME=/design/flow/orfs finish
```
==> impl_metrics.tcl <==
# metrics dict for downstream scripts
set metrics [dict create \
    ys_cells 1510 \
    postCtsSetupRepairBufs 0 \
    hp-class "flip-flop to flip-flop" \
    required_ps 9600 \
    synth-async-reset-ratio 0.6246 \
    clkTransAtPathRegs_ps 60 \
    synth-edff-count 128 \
    pwr_density_cell_nw_per_um2 259.8 \
    gr-total-overflow 0 \
    clock-sinks 341 \
    yosys_warnings 8 \
    tool_warnings 29 \
    ioPinCount 38 \
    synth_top_cell_by_count "dfrtp_1" \
    fin_skew_ps 17.10 \
    stdcell_count 2197 \
    die_h_um 217.7 \
    drc 0 \
    drive_gt1_frac 0.1346 \
    synth.top_cell.area_share 0.2851 \
    outcome "complete, no violations" \
    grt_max_degree 83 \
    area_growth_pct 12.76 \
    fin_tns_setup_ps 0 \
    drt_first_pass_iters 5 \
    rsz0062_at_grt "no" \
    wirelength_um 39470 \
    finalMaxSlewViolations 0 \
    endpoint_kind "output pin" \
    grt_use_total 0.1851 \
    core_um2 45670 \
    tightest_slew_ps 784.2 \
    common_cells "dfrtp_1 (212), ha_1 (200), inv_1 (132)" \
    final_util 0.4593 \
    whs_path_depth 0 \
    cts_tree "built" \
    cts_resized 0 \
    via_count 11360 \
    cp.arrival_ps 3430 \
    p_leak_nw 8.870 \
    dieArea_um2 47380 \
    vias_per_cell 5.171 \
    netlist_area_um2 18610 \
    postCtsHoldBufs 0 \
    place_hpwl_um 27960 \
    yosys_most_used_dff "dfrtp_1" \
    yosysChipArea_um2 18610 \
    row_count 78 \
    dieWidth_um 217.7 \
    start_kind "input port" \
    antenna-diode-count 0 \
    ys_types 57 \
    hold_viol_final 0 \
    ff2ff_path_depth 15 \
    synth_seq_share 0.4931 \
    synth_area_per_cell_um2 12.32 \
    top_area_cell "dfrtp_1" \
    synthCells 1510 \
    pre_cts_ws_ps 6100 \
    top_cells_by_area "dfrtp_1 (29%), edfxtp_1 (21%), ha_1 (13%), mux2_2 (5.6%), mux4_2 (4.8%)" \
    ant_nets 0 \
    crit_type "input port to output pin" \
    ys_ff 341 \
    grt_pass1_wl_um 64270 \
    setup_viol 0 \
    drt_iter0_drc 516 \
    max_slew_margin 0.4752 \
    cp_max_fo 63 \
    gp_congestion 0.9156 \
    fin_ws_ps 6169 \
    placed_cells 2124 \
    peakVddDrop_uv 208.5 \
    grt_pass1_vias 11660 \
    antenna_found_initial 0 \
    fp_util 0.4074 \
    io_buffer_count 36 \
    max_cap_viol_count 0 \
    wl_per_cell_um 17.97 \
]
[state kept, by name (all words and copies together), names as in the netlist, 5 cells and up]
register / cells
best: 8
performance: 80
u_AFIFO.sync_r2w_m0.wq2_rptr: 5
A_buffer: 8
u_AFIFO.wptr_full_m0.wptr: 5
out_account: 8
acc_buffer: 8
T_buffer: 8
u_AFIFO.sync_r2w_m0.wq1_rptr: 5
u_AFIFO.rptr_empty_m0.rptr: 5
in_cnt: 12
u_AFIFO.sync_w2r_m0.rq1_wptr: 5
u_AFIFO.sync_w2r_m0.rq2_wptr: 5
u_AFIFO.fifomem_m0.mem: 128
account: 40
[metrics by stage]
step                power, mW  cell area, µm²  hold WS, ps
floorplan               3.573           18610        331.2
global placement        4.258           19690        332.1
detailed placement      4.302           19690        334.7
CTS                     5.524           20980        34.62
global route            5.920           20980        60.22
finish                  5.451           20980        61.22
[cells by family after synthesis]
family,count (synthesis),share of synthesized area
mux,133,0.1046
xor+xnor,46,0.02165
simple gates,348,0.09381
buf+inv,170,0.03490
compound gates,236,0.07862
fa+ha+maj,236,0.1732
flops,341,0.4931
[power by group]
| part | switching, mW | internal (mW) | total, mW |
|---|---|---|---|
| logic | 1.30 | 1.06 | 2.36 |
| clock network | 0.485 | 0.692 | 1.18 |
| registers | 0.341 | 1.57 | 1.91 |
| total | 2.12 | 3.33 | 5.45 |
[metal layers]
layer / GRT usage / vias up / part of all wire
li1: - / 5560 / -
met1: 0.2809 / 5490 / 0.46
met2: 0.2800 / 255 / 0.46
met3: 0.05285 / 53 / 0.064
met4: 0.03380 / 2 / 0.020
met5: 0.007292 / - / 0.0011
[layout by cell type (no fill, tap or decap), types with 8 or more instances in the layout]
cell type        instances
xnor2_1                 23
nor2_1                  45
nand4_1                 28
clkbuf_16               41
o21ai_0                 70
o221ai_1                 9
xor2_1                  23
clkdlybuf4s50_1         34
edfxtp_1               128
o21ai_1                 16
nor3_1                  14
nand2b_1                18
buf_4                   15
a21o_1                  18
dfrtp_1                211
or3_1                   16
ha_1                   200
inv_1                  132
nor2b_1                 10
a21oi_1                 76
mux4_2                  40
o32ai_1                  8
mux2_2                  92
nand2_1                114
nand3_1                 24
and2_1                  63
clkbuf_1                 9
fa_1                    36
[final timing paths]
| check | slack, ps | from | end |
|---|---|---|---|
| setup / recovery | 6170 | rst_n | ready |
| hold reg to reg | 60 | u_AFIFO.rptr_empty_m0.rptr[0]$_DFF_PN0_ | u_AFIFO.sync_r2w_m0.wq1_rptr[0]$_DFF_PN0_ |
| max in group clk1 | 9540 | u_AFIFO.rptr_empty_m0.rbin[0]$_DFF_PN0_ | u_AFIFO.rptr_empty_m0.rempty$_DFF_PN1_ |
| setup reg to reg | 7490 | A_buffer[1]$_DFFE_PN0P_ | performance[0][15]$_DFFE_PN0P_ |
| hold / removal | 60 | u_AFIFO.rptr_empty_m0.rptr[0]$_DFF_PN0_ | u_AFIFO.sync_r2w_m0.wq1_rptr[0]$_DFF_PN0_ |
| min in group clk1 | 350 | u_AFIFO.sync_w2r_m0.rq1_wptr[3]$_DFF_PN0_ | u_AFIFO.sync_w2r_m0.rq2_wptr[3]$_DFF_PN0_ |
| max in group asynchronous | 7810 | rst_n | A_buffer[3]$_DFFE_PN0P_ |
| min in group asynchronous | 1800 | rst_n | u_AFIFO.sync_r2w_m0.wq1_rptr[1]$_DFF_PN0_ |
[critical path, stage by stage]
cell	delay [ps]
buf_8	360
nor2b_1	190
clkdlybuf4s50_1	460
[final cells by class]
| cell class | count | area, µm² |
|---|---|---|
| Clock inverter | 21 | 201.4 |
| Multi-Input combinational cell | 999 | 8792 |
| Tap cell | 600 | 750.7 |
| Fill cell | 4033 | 24690 |
| Inverter | 133 | 499.2 |
| Timing Repair Buffer | 51 | 473.0 |
| Sequential cell | 341 | 9176 |
| Clock buffer | 52 | 1087 |
No activity file was given, so power comes from the tool's default toggle rates.
